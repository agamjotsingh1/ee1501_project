[/design/flow/config.mk]
export PLATFORM = sky130hd
export DESIGN_NAME = traffic_light_controller
export DESIGN_NICKNAME = traffic_light_controller
export VERILOG_FILES = /design/flow/design.v
export SDC_FILE = /design/flow/constraint.sdc
export NUM_CORES = 4
export LEC_CHECK = 1
export CORE_AREA = 10 10 111 111
export DIE_AREA = 0 0 121 121
[/design/flow/design.v]
`timescale 1s/1ms
module traffic_light_controller(
    input            clk,
    input            reset,
    input            Emergency_Left,
    input            Emergency_Right,
    output reg [1:0] T1,         
    output reg [1:0] T2,         
    output reg       T1_WALK,
    output reg       T2_WALK,
    output reg       buzzer1,
    output reg       buzzer2
    );
    localparam S1 = 3'd1,
               S2 = 3'd2,
               S3 = 3'd3,
               S4 = 3'd4,
               S5 = 3'd5,
               S6 = 3'd6;
    localparam T_S1 = 29,
               T_S2 =  4,
               T_S3 = 19,
               T_S4 =  4,
               T_S5 = 29,
               T_S6 =  4,
               T_EM =  9;
    reg [2:0] current_state, next_state;
    reg [6:0] timer, emergency_timer;
    reg emergency_right_active, emergency_left_active;
    always @(posedge clk or posedge reset) begin
        if (reset) begin
            current_state   <= S1;
            timer           <= 0;
            emergency_timer <= 0;
            emergency_right_active <= 0;
            emergency_left_active <= 0;
            T1       <= 2'b00;
            T2       <= 2'b10;
            T1_WALK  <= 1'b0;
            T2_WALK  <= 1'b0;
            buzzer1   <= 1'b0;
        end else begin
            case (emergency_right_active | emergency_left_active | Emergency_Left | Emergency_Right)
              1'b1: begin
                case (emergency_right_active | Emergency_Right)
                  1'b1: begin
                    case (Emergency_Right)
                      1'b1: emergency_right_active <= 1'b1;
                      default: begin end
                    endcase
                    case (emergency_timer < T_EM)
                      1'b1: emergency_timer <= emergency_timer + 1;
                      default: begin
                        case (Emergency_Right)
                          1'b1: emergency_timer <= 0;  
                          default: begin
                            emergency_timer <= 0;
                            emergency_right_active <= 0;
                          end
                        endcase
                      end
                    endcase
                    T1       <= 2'b10;
                    T2       <= 2'b10;
                    T1_WALK  <= 1'b0;
                    T2_WALK  <= 1'b0;
                    buzzer1  <= 1'b0;
                    buzzer2  <= 1'b0;
                  end
                  default: begin
                    case (emergency_left_active | Emergency_Left)
                      1'b1: begin
                        case (Emergency_Left)
                          1'b1: emergency_left_active <= 1'b1;
                          default: begin end
                        endcase
                        case (emergency_timer < T_EM)
                          1'b1: emergency_timer <= emergency_timer + 1;
                          default: begin
                            case (Emergency_Left)
                              1'b1: emergency_timer <= 0;  
                              default: begin
                                emergency_timer <= 0;
                                emergency_left_active <= 0;
                              end
                            endcase
                          end
                        endcase
                        T1       <= 2'b10;
                        T2       <= 2'b00;
                        T1_WALK  <= 1'b0;
                        T2_WALK  <= 1'b0;
                        buzzer1  <= 1'b0;
                        buzzer2  <= 1'b0;
                      end
                      default: begin end
                    endcase
                  end
                endcase
              end
              default: begin
                case (current_state)
                  S1: begin
                    T1_WALK <= 1'b0; T2_WALK <= 1'b1; buzzer1 <= 1'b0;
                    T1      <= 2'b00; T2     <= 2'b10;buzzer2 <= 1'b0;
                    case (timer < T_S1)
                      1'b1: timer <= timer + 1;
                      default: begin
                        timer         <= 0;
                        current_state <= S2;
                      end
                    endcase
                  end
                  S2: begin
                    T1_WALK <= 1'b0; T2_WALK <= 1'b1; buzzer1 <= 1'b0;
                    T1      <= 2'b01; T2     <= 2'b10;buzzer2 <= 1'b0;
                    case (timer < T_S2)
                      1'b1: timer <= timer + 1;
                      default: begin
                        timer         <= 0;
                        current_state <= S3;
                      end
                    endcase
                  end
                  S3: begin
                    T1_WALK <= 1'b1; T2_WALK <= 1'b1; buzzer1 <= 1'b0;
                    T1      <= 2'b10; T2     <= 2'b10;buzzer2 <= 1'b0;
                    case (timer < T_S3)
                      1'b1: timer <= timer + 1;
                      default: begin
                        timer         <= 0;
                        current_state <= S4;
                      end
                    endcase
                  end
                  S4: begin
                    T1_WALK <= 1'b1; T2_WALK <= 1'b1; buzzer1 <= 1'b0;
                    T1      <= 2'b10; T2     <= 2'b10;buzzer2 <= 1'b1;
                    case (timer < T_S4)
                      1'b1: timer <= timer + 1;
                      default: begin
                        timer         <= 0;
                        current_state <= S5;
                      end
                    endcase
                  end
                  S5: begin
                    T1_WALK <= 1'b1; T2_WALK <= 1'b0; buzzer1 <= 1'b0;
                    T1      <= 2'b10; T2     <= 2'b00;buzzer2 <= 1'b0;
                    case (timer < T_S5)
                      1'b1: timer <= timer + 1;
                      default: begin
                        timer         <= 0;
                        current_state <= S6;
                      end
                    endcase
                  end
                  S6: begin
                    T1_WALK <= 1'b1; T2_WALK <= 1'b0; buzzer1 <= 1'b1;
                    T1      <= 2'b10; T2     <= 2'b01;buzzer2 <= 1'b0;
                    case (timer < T_S6)
                      1'b1: timer <= timer + 1;
                      default: begin
                        timer         <= 0;
                        current_state <= S1;
                      end
                    endcase
                  end
                  default: current_state <= S1;
                endcase
              end
            endcase
        end
    end
    always @(*) begin
        case (current_state)
            S1: next_state = S2;
            S2: next_state = S3;
            S3: next_state = S4;
            S4: next_state = S5;
            S5: next_state = S6;
            S6: next_state = S1;
            default: next_state = S1;
        endcase
    end
endmodule
[/design/flow/run.sh]
#!/bin/bash
# OpenROAD 26Q1-2900-gdf79404cd8, Yosys 0.63+post, stock flow scripts
make -C /OpenROAD-flow-scripts/flow DESIGN_CONFIG=/design/flow/config.mk WORK_HOME=/design/flow/orfs finish
[/design/flow/constraint.sdc]
current_design traffic_light_controller

set clk_period 3.4
set clk_io_pct 0.2

create_clock -name clk0 -period $clk_period [get_ports {clk}]

set non_clock_inputs [all_inputs -no_clocks]
set_input_delay [expr $clk_period * $clk_io_pct] -clock clk0 $non_clock_inputs
set_output_delay [expr $clk_period * $clk_io_pct] -clock clk0 [all_outputs]
==> results.cfg <==
; synthesis and place-and-route metrics
[die]
core_mm2 = 0.009864
fp-utilization_pct = 14.33
die_h_um = 121
rows = 36
die_w_um = 121
dieArea_mm2 = 0.01464
num_io_pins = 12

[placement]
hpwl_um = 2052
gp_congestion = 0.8629
io_buffers = 11
placed_cells = 282

[cells_and_area]
drive_gt1_share_pct = 13.38
lay_top_cells = 27 x dfrtp_1, 22 x nand2_1, 16 x nor2_1
final_cells = 290
mostFrequentLayoutCell = dfrtp_1
area_delta_synth_final_pct = 26.28

[yosys]
xor_share_pct = 0
ys_seq_share_pct = 53.63
synth_cell_types = 39
synth_flops = 30
ys_sh_adder_pct = 1.770
synthTopLogicFamily = AND-OR/OR-AND gates
yosys_warnings = 1
syn_area_mm2 = 0.001414
ys_cells = 138
syn_area_per_cell_um2 = 10.25
ys_area_mm2 = 0.001414
synth.area.top_cells = dfrtp_1 48%, nand2_1 5.8%, nor2_1 4.2%
mux_share_pct = 0
ys_sh_simple_pct = 21.33
aoi_share_pct = 21.95
synth_cells = 138
yosysTopAreaCell = dfrtp_1
synth.top_cell.area_share_pct = 47.79

[drt]
drtIter0Drc = 32
drtPass1Iterations = 4
drt-vias-per-instance = 3.845
diodes = 0
drtAntennaViolNets = 0
num_vias = 1115
wl_um = 2952
detail_route.wl_per_cell_um = 10.18
drt_drc_violations_left = 0

[clocking]
cts_buffers = 5
cts_root_buf = clkbuf_8
path_clk_slew_ns = 0.06
cts_sinks = 30
clk_path_buf_depth = 2
insertion_delay_ns = 0.28
tritoncts = done
post_cts_resized = 0
h-tree-depth = 2
hold_buffers = 0
postCtsSetupRepairBufs = 0

[run]
warnings = 25
cap_violations = 0

[sta]
maxSlewHeadroom_pct = 67.25
finalClockPeriodUsage_pct = 62.82
finalHoldViolCount = 0
fin_setup_tns_ns = 0
max_freq_ghz = 0.4682
worstMarginPinSlew_ns = 0.4894
setup_viol = 0
rsz0062_at_grt = no
slew_violations = 0
period_minus_slack_ns = 2.136
finalClockSkew_ns = 0.003954

[critical_path]
crit_arrival_ns = 2.32
cpMaxStageDelayCell = clkdlybuf4s50_1
cp-start-kind = input pin
crit_path_end_kind = flop
cp_data_required_time_ns = 3.59
crit_type = input pin to flop
path_cells = clkdlybuf4s50_1 -> nor2_2 -> nand2_1 -> a21oi_2 -> o211ai_4 -> o31ai_1
cpLargestDelayFamily = AND-OR/OR-AND gates
worstPathMaxFanout = 12
max_stage_delay_ns = 0.46
critical_path_buf_inv_count = 1

[worst_hold_path]
hp-class = flop to flop

[grt]
grt_pass1_wl_um = 5209
grt_overflow = 0
grt_pass1_vias = 1083
grt_max_degree = 30
antenna_found_initial = 0
grt_usage_pct = 4.117

[power]
cellPowerDensity_mw_per_mm2 = 474.9
leakage_nw = 0.7449
p_total_mw = 0.8480
ir_drop_v = 0.0001657

[status]
status = finished, final reports clean
[metal layers]
metal  part of all wire, %  track usage [%]
met4                   3.6            1.433
met1                    46            5.733
met2                    44            6.224
met5                     0                0
met3                   5.5           0.8503
[worst register-to-register path, stage by stage (launching register included)]
cell and delay, ns:
dfrtp_1 0.41, nor2_2 0.18, nand2_1 0.28, a21oi_2 0.34, o211ai_4 0.14, o31ai_1 0.25
[final timing paths]
path	start	end	slack (ns)	cells after the start
worst max-delay path	Emergency_Right	timer[4]	1.26	6
worst min-delay path	T1[1]	T1[1]	0.49	2
worst max register to register	emergency_right_active	timer[4]	1.72	5
worst min register to register	T1[1]	T1[1]	0.49	2
max in group asynchronous	reset	T2[1]	2.27	3
min in group asynchronous	reset	T1[1]	0.82	3
[synth_stat cells]
master / instances
o211ai_4: 1
nor2_1: 16
a22oi_1: 2
nand3_1: 4
o22ai_1: 1
or4_1: 1
ha_1: 2
clkbuf_1: 1
o31ai_1: 4
dfrtp_1: 27
a22o_1: 6
nor4_4: 1
a31oi_1: 3
a211o_1: 1
nor4_1: 2
nand4_1: 1
or2_2: 1
buf_4: 1
a21o_1: 1
and2b_1: 1
a41oi_1: 1
a31o_4: 1
and3_2: 2
nor3_1: 5
o2111a_1: 1
o21ai_0: 6
a21oi_1: 8
o21a_1: 2
edfxtp_1: 1
dfstp_2: 2
a21oi_2: 1
inv_1: 2
nand2_1: 22
a32o_1: 1
and2_1: 2
nor2_2: 1
nor4_2: 1
and3_1: 1
a31o_2: 1
[stage by stage]
stage                     util [%]  instance area [um2]  hold slack [ns]  worst slack, ns
final                        18.10                 1785           0.4888            1.264
after detailed placement     17.17                 1694           0.4810           0.9623
after floorplan                  -                 1414           0.4377            1.790
after global placement       17.17                 1694           0.4829            1.023
after CTS                    18.10                 1785           0.4950            1.252
after global routing         18.10                 1785           0.5202           0.9964
[power breakdown]
group / switching [mW] / total (mW) / internal (mW)
clock network: 0.129 / 0.292 / 0.163
registers: 0.0378 / 0.436 / 0.399
logic: 0.0622 / 0.119 / 0.0571
total: 0.229 / 0.848 / 0.619
[cell families after synthesis]
| group | count (synthesis) |
|---|---|
| AOI/OAI and AO/OA | 41 |
| adders and majority gates | 2 |
| buffers and inverters | 4 |
| DFF | 30 |
| and+or+nand+nor | 61 |
[flip-flops by register name (all words and copies together), names as in the netlist]
register and flops:
emergency_timer 7, timer 7, current_state 6, T1 2
T2 2, T1_WALK 1, T2_WALK 1, buzzer1 1
buzzer2 1, emergency_left_active 1, emergency_right_active 1
[area by class of cell]
type                       count  area [um2]
tap                          133       166.4
multi-input combinational    104       636.9
sequential                    30       758.2
fill                        1066        8079
inverter                       2       7.507
clock inverter                 1       5.005
timing repair buffer          13       125.1
clock buffer                   7       86.33
